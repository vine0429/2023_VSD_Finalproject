--- design.v ---
module tq_ht_2x2(
    input  signed       [14:0] ht_s00_i, ht_s01_i, ht_s10_i, ht_s11_i, 
    output logic signed [14:0] ht_d00_o, ht_d01_o, ht_d10_o, ht_d11_o
    );
logic  [14:0] n_s1_plus1, n_s3_plus1;
logic  [14:0] t0, t1, t2, t3;
logic  [14:0] n_t1_plus1, n_t3_plus1;
assign n_s1_plus1 = ~ht_s01_i + 1'b1;
assign n_s3_plus1 = ~ht_s11_i + 1'b1;
assign n_t1_plus1 = ~t1 + 1'b1;
assign n_t3_plus1 = ~t3 + 1'b1;
assign t0 = ht_s00_i + ht_s01_i;
assign t1 = ht_s10_i + ht_s11_i;
assign t2 = ht_s00_i + n_s1_plus1;
assign t3 = ht_s10_i + n_s3_plus1;
assign ht_d00_o = t0 + t1;
assign ht_d01_o = t0 + n_t1_plus1;
assign ht_d10_o = t2 + t3;
assign ht_d11_o = t2 + n_t3_plus1;
endmodule 
--- run.sh ---
#!/bin/bash
# OpenROAD 26Q1-2900-gdf79404cd8, Yosys 0.63+post, stock flow scripts
make -C /OpenROAD-flow-scripts/flow DESIGN_CONFIG=/design/flow/config.mk WORK_HOME=/design/flow/orfs finish
--- config.mk ---
export PLATFORM = sky130hd
export DESIGN_NAME = tq_ht_2x2
export DESIGN_NICKNAME = tq_ht_2x2
export VERILOG_FILES = /design/flow/design.v
export SDC_FILE = /design/flow/constraint.sdc
export NUM_CORES = 4
export LEC_CHECK = 1
export CORE_UTILIZATION = 30
--- constraint.sdc ---
current_design tq_ht_2x2

set clk_period 14.3
set clk_io_pct 0.2

create_clock -name clk0 -period $clk_period

set non_clock_inputs [all_inputs -no_clocks]
set_input_delay [expr $clk_period * $clk_io_pct] -clock clk0 $non_clock_inputs
set_output_delay [expr $clk_period * $clk_io_pct] -clock clk0 [all_outputs]
==> flow_summary.toml <==
# implementation run metrics
[worst_setup_path]
cp-start-kind = "input port"
endpoint_kind = "output port"
crit_buf_inv = 3
critPathTopFamily = "AND-OR/OR-AND gates"
slowest_stage = "a2111oi_0"
criticalPathCategory = "input port to output port"
cp_cell_sequence = "clkdlybuf4s50_1, inv_1, ha_1, nor2b_1, o21ai_0, a21boi_0, o21ai_0, nor2b_1, o21bai_1, a21oi_1, xnor2_1, ha_1, and4_1, a2111oi_0, a21oi_1, xnor2_1, clkdlybuf4s50_1"
cpPeakStageDelay_ps = 690
critPathRequiredTime_ps = 11440
cp.arrival_ps = 7360
worst-path-stages = 17
cp_max_fo = 8

[clocking]
cts.repair.resized = 0
postCtsSetupBuffers = 0
hold_buffers = 0

[die]
die_w_um = 130.1
chipArea_sq_um = 16920
core_area_sq_um = 15940
die_h_um = 130.1
initial_core_util = 0.3087
ios = 120
rows = 46

[drt]
via_count = 4669
drt_iter0_markers = 252
ant_nets = 0
post_drt_wl_per_cell_um = 12.58
finalWirelength_um = 12700
dr.pass1.iters = 5
remaining_drc_errors = 0
via_per_inst = 4.623
diodes = 0

[final_timing]
slew_violations = 0
setup_viol = 0
post-route-worst-setup-slack_ps = 4077
slew_headroom = 0.4781
tightest_slew_ps = 763.1
finalHoldViolCount = 0
rsz0062_at_grt = "no"
finalSetupTns_ps = 0
fin_crit_sh = 0.7149
post-route-min-period_ps = 10220
fmax_ghz = 0.09782

[synth]
synth-cells-yosys = 692
synthCells = 692
ys_seq_share = 0
ys_chip_area_sq_um = 4921
avgSynthCellArea_sq_um = 7.111
netlist_area_sq_um = 4921
synth_cell_types = 56
ys_warn_count = 0

[place]
portBuffers = 120
dp_hpwl_um = 11290
placed_cells = 1010
gp_congestion = 0.8874
place_ws_ps = 4064

[finish]
nClkBuffers = 0
layout_top_cells = "clkdlybuf4s50_1, ha_1, inv_1"
seqCellArea_sq_um = 0
layout_top_cell = "clkdlybuf4s50_1"
instances_no_fill = 1010
drive_gt1_frac = 0.01889
fin_util = 0.3959
flop-count = 0
n_fill_cell = 1679
area_growth_pct = 28.25

[power_and_ir_drop]
max-vdd-ir-drop_mv = 0.08481
p_per_area_nw_per_um2 = 127.9
leakage_uw = 0.002912

[global_routing]
grt_pass1_wl_um = 21050
first_global_vias = 4586
grt_max_degree = 11
grt_usage = 0.1553
overflow = 0
antenna_found_initial = 0

[run]
drv_cap = 0
tool_warnings = 87

[min_path]
hold_depth = 5
min_path_type = "input port to output port"

[run_status]
outcome = "complete, no violations"
-- area by class of cell --
type,count,area [sq um],share of cell area
inverter,102,382.9,0.06067
tap,216,270.3,0.04282
multi-input combinational,572,4457,0.7062
timing repair buffer,120,1201,0.1903
-- per-stage QoR --
step / cell area (sq um) / power [uW] / hold slack, ps
2_1_floorplan: 4921 / 431.5 / 6000
3_3_place_gp: 6311 / 816.2 / 6965
3_5_place_dp: 6311 / 811.2 / 6960
4_1_cts: 6311 / 820.0 / 6961
5_1_grt: 6311 / 906.3 / 6995
6_report: 6311 / 807.0 / 6946
-- final timing paths --
| check | slack (ps) | from | to |
|---|---|---|---|
| setup / recovery | 4080 | ht_s01_i[1] | ht_d10_o[11] |
| hold / removal | 6950 | ht_s01_i[0] | ht_d11_o[0] |
-- synthesized netlist by cell type, types with 3 or more instances --
library cell / instances / share of area
a21o_1: 15 / 0.023
o31ai_1: 6 / 0.0092
clkbuf_1: 11 / 0.0084
nor3_1: 12 / 0.012
o211ai_1: 4 / 0.0061
a21boi_0: 3 / 0.0046
a211oi_1: 5 / 0.0076
inv_1: 99 / 0.076
xor2_1: 23 / 0.041
o21ai_0: 16 / 0.016
xnor2_1: 83 / 0.15
buf_2: 5 / 0.0051
nor2b_1: 6 / 0.0076
o21a_1: 3 / 0.0046
and4_1: 3 / 0.0053
or4_1: 3 / 0.0046
ha_1: 112 / 0.28
a211o_1: 4 / 0.0071
fa_1: 8 / 0.033
or3_1: 3 / 0.0038
a31oi_1: 7 / 0.0089
or2_2: 4 / 0.0051
o22ai_1: 5 / 0.0064
nor2_1: 90 / 0.069
a21oi_1: 68 / 0.069
o21bai_1: 20 / 0.031
nand2b_1: 6 / 0.0076
nand2_1: 15 / 0.011
nor4_1: 5 / 0.0064
nand3_1: 12 / 0.012
-- report_power, final --
part	switching [uW]	internal (uW)	total, uW
Clock	0	0	0
Combinational	338	469	807
Sequential	0	0	0
-- kinds of logic after synthesis --
group / count (synthesis) / synth area share
buffers and inverters: 120 / 0.09433
AND/OR/NAND/NOR: 163 / 0.1500
adder cells (fa/ha/maj): 120 / 0.3173
AND-OR/OR-AND: 183 / 0.2497
XOR/XNOR: 106 / 0.1887
-- routing by layer --
metal  up-vias  part of all wire  global-route usage
met5         -                 0                   0
met4         0            0.0091             0.01231
met1      2038              0.50              0.2275
li1       2555                 -                   -
met2        70              0.45              0.2559
met3         6             0.046             0.01587
Power figures rest on the tool's default switching activity, not on a simulated workload.
