File: run.sh
#!/bin/bash
# OpenROAD 26Q1-2900-gdf79404cd8, Yosys 0.63+post, stock flow scripts
make -C /OpenROAD-flow-scripts/flow DESIGN_CONFIG=/design/flow/config.mk WORK_HOME=/design/flow/orfs finish
File: config.mk
export PLATFORM = sky130hd
export DESIGN_NAME = tq_dequant_2x2
export DESIGN_NICKNAME = tq_dequant_2x2
export VERILOG_FILES = /design/flow/design.v
export SDC_FILE = /design/flow/constraint.sdc
export NUM_CORES = 4
export LEC_CHECK = 1
export CORE_UTILIZATION = 30
File: constraint.sdc
current_design tq_dequant_2x2

set clk_period 21.0
set clk_io_pct 0.2

create_clock -name clk0 -period $clk_period

set non_clock_inputs [all_inputs -no_clocks]
set_input_delay [expr $clk_period * $clk_io_pct] -clock clk0 $non_clock_inputs
set_output_delay [expr $clk_period * $clk_io_pct] -clock clk0 [all_outputs]
File: design.v
module tq_dequant_2x2(
    input          [2:0] qpmod6_i, 
    input          [3:0] qpdiv6_i,
    input  signed [14:0] scale00_i,
    input  signed [14:0] scale01_i,
    input  signed [14:0] scale10_i,
    input  signed [14:0] scale11_i,
    output signed [14:0] coeff00_o,
    output signed [14:0] coeff01_o,
    output signed [14:0] coeff10_o,
    output signed [14:0] coeff11_o
);
parameter IN_WIDTH  = 15;
parameter OUT_WIDTH = 15;
logic signed [24:0] coeff00_o_w;
logic signed [24:0] coeff01_o_w;
logic signed [24:0] coeff10_o_w;
logic signed [24:0] coeff11_o_w;
logic  [3:0]  shift_len_w;
logic signed [5:0] de_mf00_w;
logic signed [IN_WIDTH+9:0] product_tmp00_w;
logic signed [IN_WIDTH+9:0] product_tmp01_w;
logic signed [IN_WIDTH+9:0] product_tmp10_w;
logic signed [IN_WIDTH+9:0] product_tmp11_w;
assign product_tmp00_w = scale00_i * ({de_mf00_w,4'b0});
assign product_tmp01_w = scale01_i * ({de_mf00_w,4'b0});
assign product_tmp10_w = scale10_i * ({de_mf00_w,4'b0});
assign product_tmp11_w = scale11_i * ({de_mf00_w,4'b0});
assign coeff00_o_w = (qpdiv6_i < 5)? ((product_tmp00_w) >> shift_len_w) : (product_tmp00_w << shift_len_w);
assign coeff01_o_w = (qpdiv6_i < 5)? ((product_tmp01_w) >> shift_len_w) : (product_tmp01_w << shift_len_w);
assign coeff10_o_w = (qpdiv6_i < 5)? ((product_tmp10_w) >> shift_len_w) : (product_tmp10_w << shift_len_w);
assign coeff11_o_w = (qpdiv6_i < 5)? ((product_tmp11_w) >> shift_len_w) : (product_tmp11_w << shift_len_w);
assign coeff00_o =  coeff00_o_w[14 : 0];
assign coeff01_o =  coeff01_o_w[14 : 0];
assign coeff10_o =  coeff10_o_w[14 : 0];
assign coeff11_o =  coeff11_o_w[14 : 0];
always @(*)
	case (qpdiv6_i)
		4'b0000:shift_len_w = 3'd5;
		4'b0001:shift_len_w = 3'd4;
		4'b0010:shift_len_w = 3'd3;
		4'b0011:shift_len_w = 3'd2;
		4'b0100:shift_len_w = 3'd1;
		default:shift_len_w = qpdiv6_i - 3'd5;
	endcase
always @(*)
	case (qpmod6_i)
		3'b000:de_mf00_w = 5'd10;
		3'b001:de_mf00_w = 5'd11;
		3'b010:de_mf00_w = 5'd13;
		3'b011:de_mf00_w = 5'd14;
		3'b100:de_mf00_w = 5'd16;
		3'b101:de_mf00_w = 5'd18;
		default: de_mf00_w = 5'd0;
	endcase
endmodule
==> impl_metrics.env <==
# implementation run metrics
export IMPL_dr_pass1_iters=5
export IMPL_antenna_found_initial=0
export IMPL_n_clock_buffer=0
export IMPL_post_drt_wl_per_cell_um=18.2
export IMPL_grt_max_degree=72
export IMPL_adder_share=0.306
export IMPL_num_vias=15228
export IMPL_startpoint_type="input port"
export IMPL_yosysSeqAreaShare=0
export IMPL_synthTopLogicFamily="adder cells"
export IMPL_cp_required_ps=16800
export IMPL_crit_end="coeff00_o[10]"
export IMPL_num_rows=82
export IMPL_pwr_share_comb=1.000
export IMPL_io_pins=127
export IMPL_grt_pass1_wl_mm=82.9
export IMPL_syn_cell_area_um2=15500
export IMPL_drive_gt1_frac=0.0503
export IMPL_hpwl_mm=41.5
export IMPL_vdd_ir_drop_max_uv=20.6
export IMPL_dp_slack_ps=6120
export IMPL_p_int_uw=402
export IMPL_fin_crit_sh=0.708
export IMPL_yosys_area_um2=15500
export IMPL_seq_cell_count=0
export IMPL_drc_errors=0
export IMPL_die_x_um=229
export IMPL_wirelength_mm=51.5
export IMPL_finalHoldViolations=0
export IMPL_fin_crit_ps=14880
export IMPL_core_um2=50600
export IMPL_cap_violations=0
export IMPL_avgSynthCellArea_um2=7.20
export IMPL_critical_path_arrival_ps=10680
export IMPL_p_per_area_nw_per_um2=59.2
export IMPL_warnings=43
export IMPL_path_class="input port to primary output"
export IMPL_report_final_slew_viol_count=0
export IMPL_status="finished clean"
export IMPL_clockPowerShare=0
export IMPL_cp_max_fo=60
export IMPL_worst_pin_slew_ps=804
export IMPL_gr_total_overflow=0
export IMPL_lay_top_count="nand2_1"
export IMPL_routed_via_density=5.37
export IMPL_die_h_um=229
export IMPL_syn_inst=2151
export IMPL_muxShareOfSynthArea=0.0524
export IMPL_p_sw_frac=0.605
export IMPL_antenna_cells=0
export IMPL_syn2layout_area_growth_pct=11.0
export IMPL_regArea_um2=0
export IMPL_ys_sh_xor=0.0333
export IMPL_io_buffers=127
export IMPL_ys_sh_simple=0.244
export IMPL_lay_top_cells="nand2_1 (245), inv_1 (236), nor2_1 (168)"
export IMPL_crit_start="qpmod6_i[2]"
export IMPL_hold_path_class="input port to primary output"
export IMPL_p_leak_uw=0.00765
export IMPL_post_cts_buffers=0
export IMPL_ctsResizeCount=0
export IMPL_drt_initial_drc_count=1321
export IMPL_die_area_um2=52500
export IMPL_rsz0062_at_grt="false"
export IMPL_grt_pass1_vias=14567
export IMPL_gp_congestion=0.993
export IMPL_synth_warnings=1
export IMPL_seq_power_share=0
export IMPL_max_freq_mhz=67.2
export IMPL_fin_ws_ps=6120
export IMPL_yosys_area_share_aoi=0.265
export IMPL_setup_viol=0
export IMPL_maxSlewHeadroom=0.464
export IMPL_end_kind="primary output"
export IMPL_cts_hold_buf=0
export IMPL_switchingPower_uw=616
export IMPL_synth_distinct_cells=107
export IMPL_ys_cells=2151
export IMPL_initCoreUtil=0.306
export IMPL_grt_usage=0.200
export IMPL_detail_route_antenna_nets=0
export IMPL_setup_tns_ps=0
kinds of logic (layout without fill, tap and decap cells):
group                    after synthesis  in the layout
adder cells (fa/ha/maj)              285            285
AND-OR/OR-AND                        585            585
multiplexers                          77             77
AND/OR/NAND/NOR                      775            775
buffers and inverters                371            386
XOR/XNOR                              58             58
power groups by stage:
stage / logic, µW / clock network [µW] / registers [µW]
4_1_cts: 1000 / 0 / 0
5_1_grt: 1130 / 0 / 0
6_report: 1020 / 0 / 0
synthesized netlist by cell type, types with 17 or more instances:
library cell	count	area, µm²
o22ai_1	26	163
a211oi_1	36	270
fa_1	156	3120
a21o_1	36	270
ha_1	128	1600
mux2_2	19	214
buf_2	42	210
nor2_1	169	634
nor3_1	38	190
nand2_1	245	920
xor2_1	24	210
o211ai_1	24	180
a21oi_1	155	776
inv_1	236	886
o21ai_1	17	85.1
o21ai_0	80	400
nand3_1	27	135
nor2b_1	64	400
clkbuf_1	68	255
buf_4	17	128
and2_1	153	957
xnor2_1	33	289
mux2i_1	56	561
worst max-delay path, cell delays in order:
cell,delay (ps)
buf_2,80
buf_4,530
inv_1,290
nor2_4,160
buf_4,480
and2_1,220
fa_1,420
fa_1,490
inv_1,50
fa_1,470
inv_1,40
ha_1,420
a2111oi_4,410
o21ai_2,130
a221o_1,380
a21oi_2,190
xnor2_2,170
a21oi_2,130
a22o_2,310
a2111oi_1,400
a311o_1,210
clkdlybuf4s50_1,470
through the flow:
step | std cells | total power (µW) | utilization | hold slack, ps | area (µm²)
after global placement | 2838 | 999 | 0.340 | 10010 | 17200
final | 2838 | 1020 | 0.340 | 10020 | 17200
after detailed placement | 2838 | 997 | 0.340 | 10020 | 17200
after floorplan | 2151 | 711 | - | 8740 | 15500
after CTS | 2838 | 1000 | 0.340 | 10020 | 17200
after global routing | 2838 | 1130 | 0.340 | 10110 | 17200
routing by layer:
metal,global-route usage,share of wire,vias to the layer above,wire [µm]
li1,-,-,7448,-
met1,0.335,0.52,7170,26700
met2,0.269,0.39,556,20000
met3,0.0376,0.076,54,3940
met4,0.0306,0.017,0,886
met5,0,0,-,0
worst min-delay path by stage:
stage                 from           end  cells past startpoint
finish        scale00_i[0]  coeff00_o[4]                      7
global route  scale00_i[0]  coeff00_o[4]                      7
CTS           scale00_i[0]  coeff00_o[4]                      7
area by class of cell:
cell class                 instances  area [µm²]
inverter                         236         886
fill                            5323       33400
multi-input combinational       1780       14000
timing repair buffer             150        1430
tap                              672         841
Power figures rest on the tool's default switching activity, not on a simulated workload.
