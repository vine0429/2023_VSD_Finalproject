$ cat /design/flow/config.mk
export PLATFORM = sky130hd
export DESIGN_NAME = tq_quant_2x2
export DESIGN_NICKNAME = tq_quant_2x2
export VERILOG_FILES = /design/flow/design.v
export SDC_FILE = /design/flow/constraint.sdc
export NUM_CORES = 4
export LEC_CHECK = 1
export CORE_UTILIZATION = 40
$ cat /design/flow/constraint.sdc
current_design tq_quant_2x2

set clk_period 46.4
set clk_io_pct 0.2

create_clock -name clk0 -period $clk_period

set non_clock_inputs [all_inputs -no_clocks]
set_input_delay [expr $clk_period * $clk_io_pct] -clock clk0 $non_clock_inputs
set_output_delay [expr $clk_period * $clk_io_pct] -clock clk0 [all_outputs]
$ cat /design/flow/design.v
module tq_quant_2x2(
    input   [2:0] qpmod6_i, 
    input   [3:0] qpdiv6_i,
    input  [14:0] coeff00_i,
    input  [14:0] coeff01_i,
    input  [14:0] coeff10_i,
    input  [14:0] coeff11_i,
    output logic [14:0] scale00_o,
    output logic [14:0] scale01_o,
    output logic [14:0] scale10_o,
    output logic [14:0] scale11_o
);
parameter IN_WIDTH = 15;
parameter OUT_WIDTH = 15;
logic [ 4:0] rshift_len_w;
logic  [14: 0]mf00_w;
logic [IN_WIDTH-2:0] coef_abs00;
logic [IN_WIDTH-2:0] coef_abs01;
logic [IN_WIDTH-2:0] coef_abs10;
logic [IN_WIDTH-2:0] coef_abs11;
logic [IN_WIDTH-1:0] scale_abs00;
logic [IN_WIDTH-1:0] scale_abs01;
logic [IN_WIDTH-1:0] scale_abs10;
logic [IN_WIDTH-1:0] scale_abs11;   
logic [31:0] scale_abs00_w,scale_abs00_r;
logic [31:0] scale_abs01_w,scale_abs01_r;
logic [31:0] scale_abs10_w,scale_abs10_r;
logic [31:0] scale_abs11_w,scale_abs11_r;
assign coef_abs00 = coeff00_i[IN_WIDTH-1]? (~coeff00_i[IN_WIDTH-2:0] + 1'b1) : coeff00_i[IN_WIDTH-2:0];
assign coef_abs01 = coeff01_i[IN_WIDTH-1]? (~coeff01_i[IN_WIDTH-2:0] + 1'b1) : coeff01_i[IN_WIDTH-2:0];
assign coef_abs10 = coeff10_i[IN_WIDTH-1]? (~coeff10_i[IN_WIDTH-2:0] + 1'b1) : coeff10_i[IN_WIDTH-2:0];
assign coef_abs11 = coeff11_i[IN_WIDTH-1]? (~coeff11_i[IN_WIDTH-2:0] + 1'b1) : coeff11_i[IN_WIDTH-2:0];
assign scale_abs00_r = (coef_abs00 * mf00_w) >> (rshift_len_w-1);
assign scale_abs01_r = (coef_abs01 * mf00_w) >> (rshift_len_w-1);
assign scale_abs10_r = (coef_abs10 * mf00_w) >> (rshift_len_w-1);
assign scale_abs11_r = (coef_abs11 * mf00_w) >> (rshift_len_w-1);
assign scale_abs00_w = (scale_abs00_r[0])? (scale_abs00_r+1)>>1 : scale_abs00_r>>1;
assign scale_abs01_w = (scale_abs01_r[0])? (scale_abs01_r+1)>>1 : scale_abs01_r>>1;
assign scale_abs10_w = (scale_abs10_r[0])? (scale_abs10_r+1)>>1 : scale_abs10_r>>1;
assign scale_abs11_w = (scale_abs11_r[0])? (scale_abs11_r+1)>>1 : scale_abs11_r>>1;
assign scale_abs00 =  scale_abs00_w[14 : 0] ;  
assign scale_abs01 =  scale_abs01_w[14 : 0] ;  
assign scale_abs10 =  scale_abs10_w[14 : 0] ;  
assign scale_abs11 =  scale_abs11_w[14 : 0] ;  
assign scale00_o = coeff00_i[IN_WIDTH-1]? (~scale_abs00 + 1'b1) : scale_abs00;
assign scale01_o = coeff01_i[IN_WIDTH-1]? (~scale_abs01 + 1'b1) : scale_abs01;
assign scale10_o = coeff10_i[IN_WIDTH-1]? (~scale_abs10 + 1'b1) : scale_abs10;
assign scale11_o = coeff11_i[IN_WIDTH-1]? (~scale_abs11 + 1'b1) : scale_abs11;
assign rshift_len_w = qpdiv6_i + 5'd16; 
always @(*) begin
	case (qpmod6_i)
		3'b000:mf00_w = 14'd13107;
		3'b001:mf00_w = 14'd11916;
		3'b010:mf00_w = 14'd10082;
		3'b011:mf00_w = 14'd9362;
		3'b100:mf00_w = 14'd8192;
		3'b101:mf00_w = 14'd7282;
		default:mf00_w = 14'd0;
	endcase
end
endmodule
$ cat /design/flow/run.sh
#!/bin/bash
# OpenROAD 26Q1-2900-gdf79404cd8, Yosys 0.63+post, stock flow scripts
make -C /OpenROAD-flow-scripts/flow DESIGN_CONFIG=/design/flow/config.mk WORK_HOME=/design/flow/orfs finish
==> flow_summary.yaml <==
# flow metrics
cells_and_area:
  regArea_um2: 0
  flops: 0
  syn_to_final_growth_pct: 6.77
  final_cells: 6427
  nClkBuffers: 0
  drive_above_1_share_pct: 5.13
  post-route-util_pct: 43.2
  final_area_um2: 41800
detailed_routing:
  drt-initial-drc-count: 2921
  diodes: 0
  wl_per_cell_um: 22.2
  via_per_inst: 5.75
  ant_nets: 0
  wl_mm: 143
  drt-pass1-iter-count: 47
  num_vias: 37000
  drc: 12
die:
  pin_count: 127
  num_rows: 114
  dieArea_um2: 99200
  core_area_um2: 96900
  dieHeight_um: 315
  die_w_um: 315
  fp-utilization_pct: 40.5
critical_path:
  start_kind: "input pin"
  crit_required_ns: 37.12
  crit_type: "input pin to output port"
  cp_slowest_cell: "clkdlybuf4s50_1"
  path_depth: 37
  critical_path_buf_inv_count: 8
  worst_ep_arrival_time_ns: 22.01
  critPathTopFamily: "adder cells"
  cp-end-kind: "output port"
  cp_max_fo: 44
  crit_top_cell: "fa_1"
  slowest_delay_ns: 0.77
grt:
  grt_util_met3_pct: 14.1
  grt_max_degree: 56
  gr-total-overflow: 0
  grtUsageMet2_pct: 39.1
  grt_usage_pct: 30.4
  first_global_vias: 36300
  grt_first_pass_wirelength_mm: 222
  gr-usage-met1_pct: 47.1
  antenna_found_initial: 0
  grt.busiest_layer: "met1"
placed_design:
  gp_congestion: 1.03
  dpl_cell_area_um2: 41800
  hpwlAfterDp_mm: 115
  place_inst: 6427
  io_buffer_count: 127
timing:
  relSlewSlack_pct: 27.4
  min_period_ns: 31.29
  final-setup-viol-count: 0
  max_clock_freq_mhz: 32.0
  tightest_slew_ns: 1.08
  finalSetupTns_ns: 0
  fin_crit_sh_pct: 67.4
  hold_viol_final: 0
  rsz0062_at_grt: "false"
  finalHoldWorstSlack_ns: 19.76
  slew_violations: 0
outcome:
  status: "complete, but fails checks"
  violations: "design-rule violations"
clock_network:
  post-cts-setup-buffer-count: 0
  cts-resized-gates: 0
  cts_hold_buf: 0
synthesis:
  ys_area_um2: 39200
  synth_area_um2: 39200
  most_common_cell: "inv_1"
  yosys.area.top_type_share_pct: 29.0
  topCellsByArea: "fa_1 29%, ha_1 13%, inv_1 7.7%"
  synth.largest_area_cell: "fa_1"
  netlist_instances: 5193
  syn_avg_cell_area_um2: 7.54
  common_cells: "804 x inv_1, 613 x nand2_1, 568 x fa_1, 550 x nor2_1, 397 x ha_1"
  synth.distinct_cells: 121
  yosys_warnings: 1
  ys_cells: 5193
  postSynthSeqShare_pct: 0
hold_path:
  hold_depth: 5
  hp-class: "input pin to output port"
job:
  drv_cap: 0
  warning_count: 41
-- layer usage --
metal	vias up	share of wire, %
met5	-	0.10
met4	4	2.7
met3	237	14
met2	1988	38
met1	17400	45
li1	17400	-
-- cells in the final DEF (no fill, tap or decap), types with 16 or more instances in the layout --
master           netlist  layout
nand2_1              613     612
a211oi_1              36      36
or3_1                 44      44
ha_1                 397     396
and2_1                42      42
mux2i_1               43      43
or4_1                 19      19
a211o_1               21      21
a21o_1                43      43
o2111ai_1             20      20
inv_1                804     803
nor4_1                26      26
nor3_1               116     116
clkdlybuf4s50_1        0     126
a221oi_1              29      29
o21a_1                40      40
o221ai_1              21      21
fa_1                 568     568
or2_2                 24      24
nor2b_1               19      16
o21ai_0              144     143
nand4_1               73      73
nand2b_1              51      51
a22oi_1               18      18
o31ai_1               40      40
xor2_1                97      96
o211ai_1              50      50
and4_1                18      18
o21ai_1               32      31
nand3_1              148     148
o22ai_1               24      24
xnor2_1              147     144
o211a_1               16      16
and3_1                34      34
a21oi_1              202     201
a31oi_1               37      37
buf_4                  4     111
nor2_1               550     542
-- metrics by stage --
step	setup slack (ns)
global route	14.41
floorplan	18.48
global placement	15.41
finish	15.11
CTS	15.39
detailed placement	15.52
-- layout make-up --
type                       count  area [um^2]
fill                        9783        55000
inverter                     807         3030
multi-input combinational   4107        35100
tap                         1276         1600
timing repair buffer         237         2090
-- final timing paths --
kind | slack, ns | end | from
worst min-delay path | 19.76 | scale00_o[8] | coeff00_i[14]
worst max-delay path | 15.11 | scale10_o[12] | qpmod6_i[2]
-- logic make-up after synthesis --
| group | share of synthesized area, % |
|---|---|
| XOR/XNOR | 5.61 |
| AND/OR/NAND/NOR | 21.7 |
| adder cells (fa/ha/maj) | 41.7 |
| buffers and inverters | 10.7 |
| multiplexers | 2.14 |
| AND-OR/OR-AND | 18.2 |
